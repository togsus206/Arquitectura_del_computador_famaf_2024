<file path="flow/design.v">
module adder #(parameter N = 64)
					(input logic [N-1:0] a, b,
					output logic [N-1:0] y);
	assign y = a + b;
endmodule
module alu #(parameter N = 64) (input logic [N-1:0] a, b,
				input logic [3:0] ALUControl,
				output logic [N-1:0] result,
				output logic zero);
	always_comb begin
				casez(ALUControl)
					4'b0000: result = a&b;
					4'b0001: result = a|b;
					4'b0010: result = a+b;
					4'b0110: result = a-b;
					4'b0111: result = b;
					default: result = '0;
				endcase
				zero = result == 0;
			end
endmodule 
module execute #(parameter N = 64) (input logic  AluSrc,
												 input logic  [3:0] AluControl,
												 input logic  [N-1:0] PC_E, signImm_E, readData1_E, readData2_E,
												 output logic [N-1:0] PCBranch_E, aluResult_E, writeData_E,
												 output logic zero_E);
	logic [63:0] muxOut, shiftOut;
	mux2 execMux(readData2_E, signImm_E, AluSrc, muxOut);
	alu execAlu(readData1_E, muxOut, AluControl, aluResult_E, zero_E);
	sl2 execShift(signImm_E, shiftOut);
	adder execAdder(PC_E, shiftOut, PCBranch_E);
	assign writeData_E = readData2_E;
endmodule
module mux2 #(parameter N = 64)
				(input logic [N-1:0] d0, d1,
				input logic s,
				output logic [N-1:0] y);
	assign y = s ? d1 : d0;
endmodule
module sl2 #(parameter N = 64)
				(input logic [N-1:0] a,					
				output logic [N-1:0] y);
	assign y[0] = 1'b0;
	assign y[1] = 1'b0;
	assign y[N-1:2] = a[N-3:0];
endmodule
</file>
<file path="flow/run.sh">
#!/bin/bash
# OpenROAD 26Q1-2900-gdf79404cd8, Yosys 0.63+post, stock flow scripts
make -C /OpenROAD-flow-scripts/flow DESIGN_CONFIG=/design/flow/config.mk WORK_HOME=/design/flow/orfs finish
</file>
<file path="flow/config.mk">
export PLATFORM = sky130hd
export DESIGN_NAME = execute
export DESIGN_NICKNAME = execute
export VERILOG_FILES = /design/flow/design.v
export SDC_FILE = /design/flow/constraint.sdc
export NUM_CORES = 4
export LEC_CHECK = 1
export CORE_AREA = 10 10 280 280
export DIE_AREA = 0 0 290 290
</file>
<file path="flow/constraint.sdc">
current_design execute

set clk_period 35.0
set clk_io_pct 0.2

create_clock -name clk0 -period $clk_period

set non_clock_inputs [all_inputs -no_clocks]
set_input_delay [expr $clk_period * $clk_io_pct] -clock clk0 $non_clock_inputs
set_output_delay [expr $clk_period * $clk_io_pct] -clock clk0 [all_outputs]
</file>
==> run summary <==
status - completed
critical path class - in2out
GRT Total Usage - 0.1664
RePlAce Congestion - 1.010
detailed-route DRC error count - 0
Final Core Density - 0.2360
initial antenna violation count - 12
worst min path class - in2out
Power Total - 360.5 uW
crit path to - zero_E
Cells after DPL - 3072
detailed placement HPWL - 64.94 mm
Max-Cap Viols - 0
Register Area - 0 sq um
Top cell area share - 0.1333
hold slack - 14.00 ns
Resize count post-CTS - 0
maximum vdd drop - 8.130 uV
first-pass GRT wire length - 105.0 mm
Critical Path RT - 28.00 ns
Die Span X - 290 um
TritonRoute pass-1 iters - 5
grt total ovfl - 0
final hold viol count - 0
die y size - 290 um
crit-path max FO - 61
flip-flops - 0
Worst setup SP type - input port
mapped cell area - 11920 sq um
most frequent cells after synthesis - a21oi_1, nand2_1, o21ai_0, nor2_1, ha_1
distinct cell type count after synthesis - 85
fin. max-slew vios - 0
largest net degree at the start of global routing - 62
Design Area, Final - 16960 sq um
layout filler cell count - 7987
leading area contributor after synthesis - ha_1
placed inst area - 16950 sq um
most common cell in the synthesized netlist - a21oi_1
Worst-Margin Slew - 0.9245 ns
PD cells - 21.26 nW/um^2
tool warning count - 34
Wirelength per Cell - 23.96 um
Post-CTS Setup Inserts - 0
Layout area overhead - 42.26%
via density per instance - 4.924
unrepaired setup endpoints after global routing - no
register share after synthesis - 0
final worst path period need - 21.89 ns
number of I/O port buffers - 450
yosys synthesis chip area - 11920 sq um
top cells by area - ha_1, a21oi_1, xnor2_1, o21ai_0, nand2_1
yosys cell count - 1794
syn avg cell area - 6.644 sq um
Pleak - 6.439 nW
remaining antenna violation count after routing - 0
share of cells above drive strength 1 - 0.04100
core utilization at floorplan - 0.1659
Final Cycle Share - 0.6254
drt total wl - 73.72 mm
Hold Buf Count CTS - 0
crit path DAT - 14.89 ns
Setup WS post-layout - 13.11 ns
fmax - 0.04569 GHz
Cell Rows - 98
clock buffers - 0
Critical Path Start - AluSrc
Via Count - 15.15k
Iter 0 DRT Violations - 1207
# setup viols final - 0
Top-Level Pins - 454
total negative slack - 0 ns
area of the core - 71850 sq um
dpl ws - 13.12 ns
Synth warnings - 1
area of the die - 84100 sq um
Slew HR - 0.3660
Non-Filler Instances - 3077
post-synthesis cell count - 1794
vias in the first global route - 14.70k
Crit. End Element - output pin
## placed cells by master (no fill, tap or decap), types with 10 or more instances in the layout
master,instances
o21ai_0,160
nand2_1,161
a21oi_1,197
o31ai_1,18
a31oi_1,25
a21o_1,50
inv_1,45
mux2i_1,46
mux2_2,24
nor3_1,50
buf_4,27
nand3_1,51
xor2_1,67
and2_1,10
nor2_1,131
o211ai_1,14
o21bai_1,22
ha_1,127
o22ai_1,23
nor2b_1,15
o221ai_1,17
a211oi_1,15
clkdlybuf4s50_1,449
o21a_1,24
and3_1,15
xnor2_1,108
nand2b_1,23
nor4_1,13
nand4_1,28
nor3b_1,12
## final cells by class
| type | instances | area, sq um | share of cell area |
|---|---|---|---|
| diodes | 5 | 12.51 | 0.0007378 |
| inverters | 45 | 168.9 | 0.009961 |
| multi-input cells | 1601 | 10890 | 0.6422 |
| well taps | 950 | 1189 | 0.07010 |
| repair buffers | 476 | 4697 | 0.2770 |
## worst min path at each step
stage / start / endpoint / slack (ns) / cells after the start
after CTS: PC_E[1] / PCBranch_E[1] / 14.00 / 0
after global routing: PC_E[1] / PCBranch_E[1] / 14.00 / 0
final: PC_E[0] / PCBranch_E[0] / 14.00 / 0
## cell families (layout without fill, tap and decap cells)
kind of cell,Yosys count,after routing,synth area share
adder cells (fa/ha/maj),132,132,0.1392
buffers and inverters,193,521,0.08691
AND/OR/NAND/NOR,560,560,0.2327
AND-OR/OR-AND,663,663,0.3504
XOR/XNOR,175,175,0.1286
other,0,5,0
multiplexers,71,71,0.06224
## per-layer routing
| metal | global-route usage | part of all wire | wire length [um] |
|---|---|---|---|
| met3 | 0.04454 | 0.080 | 5897 |
| met4 | 0.03229 | 0.020 | 1460 |
| met2 | 0.2566 | 0.44 | 32470 |
| met1 | 0.2305 | 0.46 | 33820 |
| met5 | 0 | 0.0011 | 78 |
## power breakdown
part	switching (mW)	internal (mW)
combinational	0.195	0.166
clock	0	0.0000000193
sequential	0	0
## critical path: stages
cell             delay, ns
buf_4                 0.56
buf_4                 0.70
mux2_2                0.48
nor3_1                0.25
nor2b_4               0.23
nand4_2               0.14
nor3_4                0.35
nand3_1               0.13
nor2_2                0.18
nand3_1               0.26
inv_1                 0.19
a31oi_1               0.11
xor2_1                0.21
ha_1                  0.42
nand2_1               0.11
nor3_1                0.53
inv_1                 0.14
o21ai_1               0.33
a221o_1               0.23
a41o_2                0.17
mux2_1                0.33
a211o_1               0.28
a211oi_1              0.33
nand4_1               0.15
nor4_1                0.18
nor4b_2               0.32
clkdlybuf4s50_1       0.54
Power and IR drop assume default switching activity.
