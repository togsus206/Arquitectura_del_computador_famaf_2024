==> /design/flow/design.v <==
module adder #(parameter N = 64)
					(input logic [N-1:0] a, b,
					output logic [N-1:0] y);
	assign y = a + b;
endmodule
module fetch #(parameter N = 64) (input logic  PCSrc_F, clk, reset,
											 input logic  [N-1:0] PCBranch_F,
											 output logic [N-1:0] imem_addr_F);
	logic [N-1:0] muxdder, flopmux, imem_addr, badder;
	assign badder = 64'b0100;
	mux2 fetchMux(muxdder, PCBranch_F, PCSrc_F, flopmux);
	flopr fetchFlopr(clk, reset, flopmux, imem_addr);
	adder fetchAdder(imem_addr, badder, muxdder);
	assign imem_addr_F = imem_addr;
endmodule
module flopr #(parameter N=64)
					(input logic clk, reset, 
					input logic [N-1:0] d,
					output logic [N-1:0] q);
		always_ff @(posedge clk, posedge reset)
			if (reset) q <= '0;
			else q <= d;
endmodule
module mux2 #(parameter N = 64)
				(input logic [N-1:0] d0, d1,
				input logic s,
				output logic [N-1:0] y);
	assign y = s ? d1 : d0;
endmodule
==> /design/flow/run.sh <==
#!/bin/bash
# OpenROAD 26Q1-2900-gdf79404cd8, Yosys 0.63+post, stock flow scripts
make -C /OpenROAD-flow-scripts/flow DESIGN_CONFIG=/design/flow/config.mk WORK_HOME=/design/flow/orfs finish
==> /design/flow/config.mk <==
export PLATFORM = sky130hd
export DESIGN_NAME = fetch
export DESIGN_NICKNAME = fetch
export VERILOG_FILES = /design/flow/design.v
export SDC_FILE = /design/flow/constraint.sdc
export NUM_CORES = 4
export LEC_CHECK = 1
export CORE_UTILIZATION = 40
==> /design/flow/constraint.sdc <==
current_design fetch

set clk_period 12.9
set clk_io_pct 0.2

create_clock -name clk0 -period $clk_period [get_ports {clk}]

set non_clock_inputs [all_inputs -no_clocks]
set_input_delay [expr $clk_period * $clk_io_pct] -clock clk0 $non_clock_inputs
set_output_delay [expr $clk_period * $clk_io_pct] -clock clk0 [all_outputs]
==> CHANGELOG.md <==
## Implementation

- Clk Latency, worst-skew pair: approximately 0.34 ns
- HPWL reported at the end of detailed placement: roughly 7.5 mm
- Syn Area/Cell: between 8 and 9 sq um
- CTS Root Buffer Type: clkbuf_8
- First-pass GRT wire length: 17.2 mm
- Reported max-cap violation count: 0
- Setup_tns: 0 ns
- Largest net degree at the start of global routing: a little under 80
- Final weighted congestion of routability-driven global placement: between 0.8 and 0.9
- Clock tree from TritonCTS: yes
- Dominant cells by area after synthesis: dfrtp_1 44%, o21ai_0 7.1%, nand2_1 7.1%
- Via/cell ratio: 5.37
- Core footprint: a little under 9000 sq um
- Netlist area before placement: between 3000 and 4000 sq um
- Slowest cell delay on critical path: between 0.5 and 0.6 ns
- GRT Resource Usage Total: a little under a quarter
- Ports placed on the boundary: 131
- Synthesis warning total: 1
- Number of setup violations in the final report: 0
- Top register by number of flip-flops: fetchFlopr.q
- Post-route cell area: between 5000 and 6000 sq um
- Endpoint class of the critical path: output pin
- Most numerous logic cells after layout: 129 x clkdlybuf4s50_1, 69 x nand2_1, 64 x dfrtp_1, 52 x o21ai_0, 31 x nand3_1
- Final routed wire length divided by cell count: ~16 um
- R2r startpoint: fetchFlopr.q[23]
- Fmax: 256 MHz
- Clock buffer count from CTS: 9
- Power per cell area: 104 nW/um^2
- Data required time at the worst endpoint: roughly 10 ns
- Worst Skew: 0.0117 ns
- Number of register bits inferred by synthesis: 64
- Synth unique cells: 32
- Total of fill cells in the finished design: about 780
- Routed wire length: 10.4 mm
- DIE HEIGHT: between 90 and 100 um
- Via count: approximately 3600
- Gates resized, CTS repair: 0
- Width of the die: between 90 and 100 um
- Run status: completed
- Share of the core filled by cells before placement: 41.6%
- Critical path startpoint: fetchFlopr.q[41]
- Clk sink count: 64
- Worst hold slack: a little over 0.5 ns
- Setup Fix Bufs, Post-CTS: 0
- Final standard cell utilization of the core: between 60% and 70%
- LEAKAGE: around 2.0 nW
- Number of design-rule violations left by the first detailed-router iteration: 150
- Site Rows: 34
- Chip area: around 9500 sq um
- Total chip power: 552 uW
- Cell-by-cell trace of the critical path: clkdlybuf4s50_1
- WP data arrival: 1.33 ns
- Shortest clock period the worst path allows after layout: just under 4 ns
- Count of TritonRoute iterations in the first routing pass: 5
- Diode insertion count for antenna repair: 0
- Clock transition at the registers of the reported paths: roughly 0.07 ns
- Total number of warnings across the stage logs: 26
- Port Buf Inserts: approximately 130
- Slowest CP cell: clkdlybuf4s50_1
- Flip-flop count of the largest register after layout: 64
- Tightest slew margin relative to the limit: a little over two fifths
- Largest registers in the final layout: fetchFlopr.q x64
- Number of global-route vias before repair: 3444
- Max Transition Viols Final: 0
- Yosys synthesis chip area: approximately 3600 sq um
- Number of antenna violations at the first check in global routing: 0
- Critical hold path startpoint: fetchFlopr.q[0]
- Area delta synth->final: 45.3%
- CTS max path bufs: 2
- Max FO, Critical Path: 6
- Residual overflow from global routing: 0
- Number of instances in the synthesized netlist: roughly 430
- Area leader share: 43.9%
- Final hold vios: 0
- Part of the cycle the worst path needs: a little under a third
- Cell area after placement: 5060 sq um
- Crit Path Class: register to output pin
- Most frequent logic cell in the layout: clkdlybuf4s50_1
- DRC Markers: 0
- Count of instantiated cells in the yosys netlist: 427
- Number of buffer and inverter instances along the worst setup path: 1
- Antenna violation net count after detailed routing: 0
- Proportion of layout cells with a drive suffix above 1: 6.08%
- Family of cells with the greatest summed delay on the critical path: buffers and inverters
- Crit start category: register
- RSZ-0062 raised after global routing: false
- Sequential share of the synthesized area: between 40% and 50%
- Peak supply drop: 0.0466 mV
- Level count of the clock H-tree: 3
- Number of buffers inserted for hold repair after clock tree synthesis: 0
- Slew at the pin closest to its max-slew limit: ~0.87 ns
- Cell taking the most area after synthesis: dfrtp_1
- Path class of the lowest-slack min-delay path: register to register
-- cell type report --
cell class	instances	area, sq um	area share (%)
clock buffer	12	165	3.11
inverter	8	30.0	0.566
clock inverter	4	75.1	1.42
tap	108	135	2.55
multi-input combinational	336	1960	37.0
timing repair buffer	135	1330	25.1
sequential	64	1600	30.2
-- metrics by stage --
step,setup slack [ns],cells
2_1_floorplan,8.72,427
3_3_place_gp,8.77,651
3_5_place_dp,8.72,651
4_1_cts,8.98,667
5_1_grt,8.92,667
6_report,8.99,667
-- Yosys cell counts --
master     n
nor4_1    12
nand4b_1   1
dfrtp_1   64
xor2_1    27
nand4_2    1
clkbuf_1  18
a31oi_1   12
xnor2_1   17
or4_1      7
a211o_1    1
mux2_2     5
nand2_1   69
o21ai_0   52
and4_1     7
and2_1     1
nor3_1     8
o31ai_1    5
nor2_1    29
nor2b_1    1
inv_1      8
and3_1     8
a21oi_1    2
buf_2      1
mux2i_1    2
a221o_1    1
or3_1      8
or4_4      1
or2_2      1
nand3_1   31
or4b_1     1
nand4_1   25
ha_1       1
-- metal layers --
metal	wire length (um)	part of all wire, %	track usage, %
met5	0	0	0
met4	69	0.67	2.04
met3	612	5.9	3.66
met2	4790	46	34.3
met1	4890	47	37.4
-- worst paths after layout --
path,end,slack [ns],cells past startpoint
setup / recovery,imem_addr_F[41],8.99,1
hold / removal,fetchFlopr.q[0],0.51,1
min in group asynchronous,fetchFlopr.q[62],2.62,2
setup reg to reg,fetchFlopr.q[55],10.15,5
hold reg to reg,fetchFlopr.q[0],0.51,1
max in group asynchronous,fetchFlopr.q[48],9.35,3
-- logic make-up (layout without fill, tap and decap cells) --
kind of cell / Yosys count / after routing / share of synthesized area (%)
fa+ha+maj: 1 / 1 / 0.343
simple gates: 211 / 211 / 29.3
buf+inv: 27 / 159 / 2.81
xor+xnor: 44 / 44 / 10.6
mux: 7 / 7 / 2.09
flops: 64 / 64 / 43.9
compound gates: 73 / 73 / 11.0
-- where the power goes --
group	internal (mW)	switching, mW
logic	0.0677	0.0332
registers	0.220	0.0283
clock network	0.125	0.0785
No activity file was given, so power comes from the tool's default toggle rates.
