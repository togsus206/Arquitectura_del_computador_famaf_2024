File: flow/config.mk
export PLATFORM = sky130hd
export DESIGN_NAME = exception
export DESIGN_NICKNAME = exception
export VERILOG_FILES = /design/flow/design.v
export SDC_FILE = /design/flow/constraint.sdc
export NUM_CORES = 4
export LEC_CHECK = 1
export CORE_AREA = 10 10 217 217
export DIE_AREA = 0 0 227 227
File: flow/constraint.sdc
current_design exception

set clk_period 20.2
set clk_io_pct 0.2

create_clock -name clk0 -period $clk_period [get_ports {clk}]

set non_clock_inputs [all_inputs -no_clocks]
set_input_delay [expr $clk_period * $clk_io_pct] -clock clk0 $non_clock_inputs
set_output_delay [expr $clk_period * $clk_io_pct] -clock clk0 [all_outputs]
File: flow/design.v
module mux2 #(parameter N = 64)
				(input logic [N-1:0] d0, d1,
				input logic s,
				output logic [N-1:0] y);
	assign y = s ? d1 : d0;
endmodule
module comp_n #(parameter N=64)
			   (input logic [N-1:0] a, b,
				output logic eq);
	assign eq = a === b;
endmodule
module esync (input logic Exc, resetEsync, reset,
			  output logic out);
	always @(Exc, resetEsync, reset) begin
		if(reset) out <= 1'b0;
		if(resetEsync) out <= 1'b0;			
		if(Exc) out <= 1'b1;
	end
endmodule
module exception (input logic clk, reset, Exc, ERet,
				  input logic [3:0] EStatus,
				  input logic [63:0] NextPC_X, imem_addr_X, ALUBranch_X,
				  input logic [1:0] EDataSel,
				  output logic ExcAck, EProc_X,
				  output logic [63:0] PCBranch_X, readData_X,
				  output logic [63:0] EVAddr_X);
	logic [63:0] Exc_vector = 64'hD8;
	assign EVAddr_X = Exc_vector;
	logic comp_out, sync_out, EProc;
	assign EProc = sync_out & ~reset;
	assign EProc_X = EProc;
	assign ExcAck = comp_out;
	comp_n  #(64) EV_Comp (imem_addr_X, Exc_vector, comp_out);
	esync         ESync   (Exc, comp_out, reset, sync_out);
	logic [63:0] ERR_out, ELR_out;
	logic [3:0] ESR_out;
	flopr_e #(64) ERR     (clk, reset, EProc, NextPC_X, ERR_out);
	flopr_e #(64) ELR     (clk, reset, EProc, imem_addr_X, ELR_out);
	flopr_e #(4)  ESR     (clk, reset, EProc, EStatus , ESR_out);
	mux2    #(64) RET_SEL (ALUBranch_X, ERR_out, ERet, PCBranch_X);
	mux4    #(64) D_SEL   (ERR_out, ELR_out, {60'b0, ESR_out}, 64'b0, EDataSel, readData_X);
endmodule
module flopr_e #(parameter N = 64)
				(input logic clk, reset, enable,
				input logic [N-1: 0] d,
				output logic [N-1: 0] q);
	always_ff @(posedge clk, posedge reset)
		if (reset)       q <= '0;
		else if (enable) q <= d;
endmodule
module mux4 #(parameter N=64)
				(input logic [N-1:0] d0, d1, d2, d3,
				 input logic [1:0] s,
				 output logic [N-1:0] y);
assign y = s[1] ? (s[0] ? d3 : d2):(s[0] ? d1 : d0);
endmodule
File: flow/run.sh
#!/bin/bash
# OpenROAD 26Q1-2900-gdf79404cd8, Yosys 0.63+post, stock flow scripts
make -C /OpenROAD-flow-scripts/flow DESIGN_CONFIG=/design/flow/config.mk WORK_HOME=/design/flow/orfs finish
==> results.json <==
{
  "met3WireLength_mm": 2.09,
  "cts_inserted_buffers": 17,
  "design.core.area_um2": 42100,
  "log.warning_count": 25,
  "first_global_vias": 6019,
  "clock_tree.buffer_depth": 2,
  "die_w_um": 227,
  "ys.flops": 133,
  "viasPerCell": 3.80,
  "static_leakage_nw": 4.93,
  "critical_path_buf_inv_count": 2,
  "place.port_buffers": 331,
  "enable_flop_cells": 0,
  "layout-area-overhead-vs-synth_pct": 55.0,
  "diodes_inserted": 0,
  "slew_violations": 0,
  "critical_path.max_fanout": 2,
  "timing.rr.start": "ERR.q[27]$_DFFE_PP0P_",
  "cp_top_family": "simple AND/OR/NAND/NOR gates",
  "drive_gt1_share_pct": 26.4,
  "synth.cell_area_um2": 7600,
  "critical_path_arrival_ns": 6.78,
  "crit_path_top_delay_cell": "sky130_fd_sc_hd__nor4_1",
  "maxSlewHeadroom_pct": 42.7,
  "synth.avg_cell_area_um2": 12.9,
  "detailedPlace.worstSlack_ns": 9.23,
  "report.final.hold_viol_count": 0,
  "mi_logic_area_um2": 3780,
  "placement_rows": 75,
  "antenna_violating_nets_post_route": 0,
  "synth.cells.most_frequent": "sky130_fd_sc_hd__dfrtp_1, sky130_fd_sc_hd__mux2_2, sky130_fd_sc_hd__mux2_4",
  "tritoncts": "yes",
  "die_area_um2": 51500,
  "post_cts_resize_count": 0,
  "yosys-stat-cells": 588,
  "worstPathCellList": "clkdlybuf4s50_1, nor4_1, nand4_1, nor4_2, clkdlybuf4s50_1",
  "grt_antenna_before_repair": 1,
  "hold_wc_startpoint": "ELR.q[17]$_DFFE_PP0P_",
  "f_max_mhz": 92.4,
  "fp.dieH_um": 227,
  "syn_inst": 588,
  "layout_setup_ws_ns": 9.38,
  "clkSlewWorstSetupHoldPaths_ns": 0.06,
  "async_flop_share_pct": 99.2,
  "final-seq-area_um2": 3320,
  "yosys.stat.chipArea_um2": 7600,
  "routedWlPerCell_um": 19.6,
  "detail_route.drc_violations": 0,
  "p_per_area_nw_per_um2": 71.1,
  "top_cells_by_area_in_the_synthesized_netlist": "sky130_fd_sc_hd__dfrtp_1, sky130_fd_sc_hd__mux2_2, sky130_fd_sc_hd__mux2_4",
  "routed.top_layer": "met5",
  "yosysWarnings": 4,
  "crit_type": "input pin to output pin",
  "post_cts_hold_buffer_count": 0,
  "clock-skew-final_ns": 0,
  "router_iterations_before_antenna_repair": 4,
  "initial_utilization_pct": 18.0,
  "dominantRegCellSynth": "sky130_fd_sc_hd__dfrtp_1",
  "worst_skew_pair.late_latency_ns": 0.43,
  "count_of_unclocked_register_or_latch_pins": 1,
  "filler_cell_count": 4322,
  "yosys.area.top_type": "sky130_fd_sc_hd__dfrtp_1",
  "globalRouteTotalUtil_pct": 10.8,
  "setup-tns-final_ns": 0,
  "crit_path_frequent_cell": "sky130_fd_sc_hd__clkdlybuf4s50_1",
  "crit_required_ns": 16.16,
  "synth_dominant_cell_count": "sky130_fd_sc_hd__dfrtp_1",
  "clock_tree.htree_level_count": 4,
  "vdd.ir_drop.worst_v": 0.0000493,
  "count_of_endpoints_without_a_timing_constraint": 1,
  "m1WireLength_mm": 11.9,
  "synth_cell_types": 23,
  "share_of_yosys_cell_area_claimed_by_the_top_area_cell_type_pct": 43.4,
  "drt-total-wl_mm": 28.7,
  "met2_length_mm": 14.3,
  "timing.final.setup_violations": 0,
  "cts_root_buffer": "sky130_fd_sc_hd__clkbuf_16",
  "remaining_global_route_overflow": 0,
  "io-pin-count": 396,
  "result_of_the_run": "completed",
  "vias": 5553,
  "pin_count_of_the_biggest_net_entering_global_routing": 88,
  "worst_slew_pin_slew_ns": 0.851,
  "dp.final_hpwl_mm": 22.1,
  "cpPeakStageDelay_ns": 0.77,
  "critical_path.endpoint_type": "output pin",
  "final_min_period_over_clock_period_pct": 53.6,
  "setup_crit_start_kind": "input pin",
  "post-route-min-period_ns": 10.82,
  "grt_first_pass_wirelength_mm": 41.0,
  "grt_setup_unrepaired": "false",
  "hp-class": "register to register",
  "detail_route.iter0.violations": 197,
  "gp_congestion": 0.798,
  "post_cts_buffers": 0,
  "max-cap-violations": 0,
  "setup.worst_path.start": "imem_addr_X[15]"
}
where the power goes:
group	leakage, nW	switching (mW)	total, mW	internal (mW)
combinational	3.08	0.0548	0.187	0.132
clock	0.293	0.136	0.334	0.199
sequential	1.56	0.0226	0.317	0.294
total	4.93	0.213	0.837	0.624
worst paths after layout:
kind                                              end  slack (ns)  cells after the start
min in group asynchronous       ERR.q[39]$_DFFE_PP0P_        4.17                      2
worst min-delay path            ELR.q[17]$_DFFE_PP0P_        0.51                      1
max in group asynchronous        ESR.q[1]$_DFFE_PP0P_       14.93                      3
worst max-delay path                           ExcAck        9.38                      5
worst max register to register  ERR.q[27]$_DFFE_PP0P_       19.35                      1
worst min register to register  ELR.q[17]$_DFFE_PP0P_        0.51                      1
kinds of logic (layout without fill, tap and decap cells):
family / count (synthesis) / in the layout / synth area share (%)
muxes: 260 / 260 / 40.9
DFF: 132 / 132 / 43.4
buffers and inverters: 101 / 374 / 9.86
and+or+nand+nor: 88 / 88 / 5.28
AOI/OAI and AO/OA: 4 / 4 / 0.263
other: 2 / 64 / 0.0988
latches: 1 / 1 / 0.197
state kept, by name, summed over array words and instances (netlist names):
signal     flops
ELR.q         64
ERR.q         64
ESR.q          4
ESync.out      1
metrics by stage:
step,hold slack (ns),instance area (um2),util (%),cells,total power [mW]
floorplan,0.480,7840,-,650,0.400
global placement,0.489,11200,26.5,1430,0.512
detailed placement,0.494,11200,26.5,1430,0.512
CTS,0.510,11800,28.0,1462,0.856
global route,0.521,11800,28.0,1462,0.881
finish,0.506,11800,28.0,1462,0.837
layout make-up:
class / instances / share of cell area [%]
Clock buffer: 18 / 3.73
Timing Repair Buffer: 341 / 28.8
Multi-Input combinational cell: 416 / 32.0
Sequential cell: 133 / 28.2
Tap cell: 539 / 5.72
Clock inverter: 14 / 1.49
Inverter: 1 / 0.0743
metal layers:
metal  vias to the layer above  GRT usage, %
li1                       2607             -
met1                      2727          14.0
met2                       202          18.2
met3                        15          3.00
met4                         2          1.27
met5                         -             0
placed cells by master, fill, tap and decap left out, drive strengths merged:
| cell | count |
|---|---|
| nor2 | 60 |
| clkinvlp | 3 |
| mux2i | 64 |
| clkbuf | 18 |
| o21ai | 4 |
| nand2 | 4 |
| nor2b | 2 |
| and4b | 1 |
| dfrtp | 132 |
| nand4 | 4 |
| clkdlybuf4s50 | 328 |
| mux2 | 196 |
| bufinv | 3 |
| buf | 13 |
| conb | 64 |
| nor4 | 15 |
| dlxtn | 1 |
| nor3 | 1 |
| nor4b | 1 |
| clkinv | 5 |
| inv | 4 |
Power is estimated from default activity; no workload was simulated.
